==> flow/design.v <==
module uart_tx (
	input logic clk, reset, tx_data_ready,
	input logic [7:0] tx_data,
	output logic txd, tx_ready
	);
	localparam baud_period = 5208;  
	logic [3:0] data_shift_buffer_remaining;
	logic [9:0] data_shift_buffer;
	assign tx_ready = data_shift_buffer_remaining == 4'b0;
	assign txd = data_shift_buffer[0];
	logic [12:0] clock_divider;
	always_ff @(posedge clk) begin
		clock_divider <= (clock_divider == (baud_period-1)) ? 0 : clock_divider + 1;
		data_shift_buffer <= data_shift_buffer;
		data_shift_buffer_remaining <= data_shift_buffer_remaining;
		if (reset) begin
			data_shift_buffer <= {10{ 1'b1 }};
			data_shift_buffer_remaining <= 0;
			clock_divider <= 0;
		end else if (tx_data_ready && tx_ready) begin
			data_shift_buffer <= { 1'b1, tx_data, 1'b0 };
			data_shift_buffer_remaining <= 10;
		end else if (clock_divider == 0) begin
			if (data_shift_buffer_remaining > 0) begin
				 data_shift_buffer <= { 1'b1, data_shift_buffer[9:1] };
				 data_shift_buffer_remaining <= data_shift_buffer_remaining - 1;
			end
		end
	end
endmodule
==> flow/run.sh <==
#!/bin/bash
# OpenROAD 26Q1-2900-gdf79404cd8, Yosys 0.63+post, stock flow scripts
make -C /OpenROAD-flow-scripts/flow DESIGN_CONFIG=/design/flow/config.mk WORK_HOME=/design/flow/orfs finish
==> flow/config.mk <==
export PLATFORM = sky130hd
export DESIGN_NAME = uart_tx
export DESIGN_NICKNAME = uart_tx
export VERILOG_FILES = /design/flow/design.v
export SDC_FILE = /design/flow/constraint.sdc
export NUM_CORES = 4
export LEC_CHECK = 1
export CORE_AREA = 10 10 113 113
export DIE_AREA = 0 0 123 123
==> flow/constraint.sdc <==
current_design uart_tx

set clk_period 3.8
set clk_io_pct 0.2

create_clock -name clk0 -period $clk_period [get_ports {clk}]

set non_clock_inputs [all_inputs -no_clocks]
set_input_delay [expr $clk_period * $clk_io_pct] -clock clk0 $non_clock_inputs
set_output_delay [expr $clk_period * $clk_io_pct] -clock clk0 [all_outputs]
==> flow_summary.ini <==
; implementation run metrics
[global_routing]
grt_util_all_layers_pct = 3.398
grt_busiest_layer = met2
globalRouteOverflowTotal = 0
grt_start_max_net_pins = 21
grtUsageMet1_pct = 4.445
grt_pass1_wl_um = 4202
met3_usage_pct = 1.526
antenna_found_initial = 0
grt_pass1_vias = 882
use_met2_pct = 5.254

[synthesis]
muxShareOfSynthArea_pct = 0
edf_count = 0
ys_seq_elements = 26
avgSynthCellArea_um2 = 8.915
synthFlopType = dfxtp_1
ys_async_sr_fraction_pct = 0
synthMostInstantiatedCell = dfxtp_1
ys_sh_aoi_pct = 9.101
synth_area_um2 = 1141
ys_area_um2 = 1141
ys_seq_share_pct = 45.61
synthTopCellsByCount = 26 x dfxtp_1, 14 x nor2_1, 11 x nand3_1, 8 x nor3_1
synthXorXnorAreaFrac_pct = 8.443
top_area_share_pct = 45.61
yosys.area_share.simple_pct = 31.03
top_area_cell = dfxtp_1
synth_warnings = 1
ys_cells = 128
fa_ha_area_share_pct = 2.193
yosysUniqueCellTypes = 28
logic_family = simple AND/OR/NAND/NOR gates
yosys-top-cells-area = dfxtp_1 46%, xor2_1 5.4%, nand3_1 4.8%, nor2_1 4.6%, nor4_1 3.8%
synthCells = 128

[timing]
worstMarginPinSlew_ns = 0.6781
slew_violations = 0
max-slew-margin-rel_pct = 54.65
fin_crit_sh_pct = 63.20
rsz0062_at_grt = false
hold_viol = 0
fmax_ghz = 0.4164
setup_violations = 0
final.setup.tns_ns = 0
clock-skew-final_ns = 0.006356
finalWorstSetupSlack_ns = 1.398
min_period_ns = 2.402

[clock_tree]
cts-buffers-inserted = 3
cts-root-buf = clkbuf_8
clk_latency_ns = 0.27
cts_tree = done
cts.sinks = 26
ctsResizeCount = 0
clockBufferDepth = 2
post_cts_buffers = 0
cts_hold_repair.buffers = 0
cts_max_level = 1
clkSlewWorstSetupHoldPaths_ns = 0.09

[detailed_routing]
routed_wl_um = 2504
wl_per_cell_um = 9.105
route.detailed.drc = 0
drt-initial-drc-count = 61
diodes = 0
dr.pass1.iters = 4
vias = 922
antenna_left = 0
vias_per_cell = 3.353

[floorplan]
ios = 13
placementRows = 37
die_w_um = 123
chipArea_um2 = 15130
core_area_um2 = 10320
fp_util_pct = 11.05
dieHeight_um = 123

[power_and_ir_drop]
pwr_density_cell_nw_per_um2 = 579.0
ir_drop_v = 0.0001786
p_leak_nw = 0.5167

[critical_path]
path_max_fanout = 5
crit_slowest_cell = clkdlybuf4s50_1
worstPathArrival_ns = 1.64
end_kind = output pin
slowest_delay_ns = 0.51
crit_type = flop to output pin
cp_cell_sequence = nor4_1, buf_4, clkdlybuf4s50_1
critical_path_required_ns = 3.04
start_kind = flop

[cells_and_area]
fillers = 1144
layout-drive-gt1-share_pct = 7.194
area_delta_synth_final_pct = 29.28

[flow_run]
drv_cap = 0
tool_warnings = 26

[min_path]
hp-class = flop to flop

[placement]
hpwl_um = 1827
port_buffers = 12
pre_cts_ws_ns = 1.438
place.gp.congestion = 0.8263

[status]
outcome = complete, no violations
final cells by class:
type | instances | area, um^2 | share of cell area (%)
repair buffers | 14 | 135.1 | 9.160
multi-input cells | 91 | 579.3 | 39.27
clock buffers | 4 | 55.05 | 3.732
well taps | 136 | 170.2 | 11.54
flip-flops and latches | 26 | 520.5 | 35.28
inverters | 4 | 15.01 | 1.018
cell usage in the layout, fill, tap and decap left out, drive strengths merged, types with 2 or more instances in the layout:
cell type / instances
xnor2: 4
nand4: 3
clkdlybuf4s50: 12
or4: 4
a221oi: 4
o21ai: 3
buf: 2
nor4: 8
a21oi: 4
ha: 2
nand2: 6
inv: 4
and3: 5
nor3: 8
dfxtp: 26
nor2: 14
clkbuf: 4
nand3: 11
xor2: 7
power breakdown:
| part | switching [mW] | internal [mW] |
|---|---|---|
| sequential | 0.0339 | 0.326 |
| clock | 0.0841 | 0.0925 |
| combinational | 0.167 | 0.151 |
| total | 0.285 | 0.569 |
worst max-delay path: cells and delay by family, from the launching register on:
kind | cells | cell delay, ns
buf+inv | 2 | 0.71
flops | 1 | 0.36
simple gates | 1 | 0.30
registers in the layout (all words and copies together), names as in the netlist:
| name | flops |
|---|---|
| data_shift_buffer | 9 |
| data_shift_buffer_remaining | 4 |
| clock_divider | 13 |
per-stage QoR:
stage,cell area (um^2),cells,utilization [%],power [mW],hold WS [ns]
3_3_place_gp,1420,271,13.76,0.6878,0.4436
5_1_grt,1475,275,14.29,0.9284,0.4883
4_1_cts,1475,275,14.29,0.8664,0.4624
6_report,1475,275,14.29,0.8541,0.4636
3_5_place_dp,1420,271,13.76,0.6896,0.4483
2_1_floorplan,1141,128,-,0.5795,0.4258
routing by layer:
metal	share of wire, %	vias up	wire length, um
met2	42	11	1062
li1	-	483	-
met1	49	426	1227
met3	7.4	2	185
met4	1.2	0	29
met5	0	-	0
cells by family after synthesis:
family	after synthesis
flops	26
buf+inv	11
compound gates	15
xor+xnor	11
simple gates	63
fa+ha+maj	2
path summary, 6_finish.rpt:
check                                 startpoint                             end  slack [ns]  cells after the start
setup / recovery  data_shift_buffer_remaining[0]                        tx_ready        1.40                      3
hold / removal              data_shift_buffer[3]            data_shift_buffer[3]        0.46                      2
setup reg to reg                clock_divider[0]  data_shift_buffer_remaining[2]        1.46                      6
hold reg to reg             data_shift_buffer[3]            data_shift_buffer[3]        0.46                      2
Power is estimated from default activity; no workload was simulated.
