--- /design/flow/run.sh ---
#!/bin/bash
# OpenROAD 26Q1-2900-gdf79404cd8, Yosys 0.63+post, stock flow scripts
make -C /OpenROAD-flow-scripts/flow DESIGN_CONFIG=/design/flow/config.mk WORK_HOME=/design/flow/orfs finish
--- /design/flow/config.mk ---
export PLATFORM = sky130hd
export DESIGN_NAME = hazard_detection_unit
export DESIGN_NICKNAME = hazard_detection_unit
export VERILOG_FILES = /design/flow/design.v
export SDC_FILE = /design/flow/constraint.sdc
export NUM_CORES = 4
export LEC_CHECK = 1
export CORE_AREA = 10 10 70 70
export DIE_AREA = 0 0 80 80
--- /design/flow/constraint.sdc ---
current_design hazard_detection_unit

set clk_period 1.5
set clk_io_pct 0.2

create_clock -name clk0 -period $clk_period

set non_clock_inputs [all_inputs -no_clocks]
set_input_delay [expr $clk_period * $clk_io_pct] -clock clk0 $non_clock_inputs
set_output_delay [expr $clk_period * $clk_io_pct] -clock clk0 [all_outputs]
--- /design/flow/design.v ---
module hazard_detection_unit (
	input logic ID_EX_mem_read,
	input logic [4:0] ID_EX_rd, IF_ID_rs1, IF_ID_rs2,
	output logic stall
	);
	always_comb begin
		if (ID_EX_mem_read && ((ID_EX_rd == IF_ID_rs1) || (ID_EX_rd == IF_ID_rs2)))
			stall = 1'b1;
		else
			stall = 0;
	end
endmodule
==> deck_impl_summary.md <==
Flow Results at a Glance

Worst setup path
  • CP arrival: 1120 ps
  • Crit. End Element: output pin
  • Worst setup SP type: primary input
  • Kind of critical path: primary input to output pin
  • Worst path bufs/invs: 2
  • Critical path's slowest cell: dlygate4sd2_1
  • Worst endpoint required time: 1200 ps
  • Worst Path Max Fanout: 2
  • Crit path cell chain: dlygate4sd2_1 -> xnor2_1 -> nand4_1 -> o22ai_1 -> buf_2
  • Max stage delay on crit path: 280 ps
  • Top delay family on crit path: buffers and inverters

Final layout
  • Top cell excl fill/tap: dlygate4sd2_1
  • Reg area: 0 sq um
  • Finished Cell Area: 336.6 sq um
  • Finished Layout Cells: 79
  • Layout cell share with drive strength beyond 1: 9.091%
  • Flops: 0
  • # clk buffers: 0
  • Syn-to-layout area delta: 195.6%
  • Top logic cells by instance count in the layout: dlygate4sd2_1, xnor2_1, nand4_1, nand2_1

Timing
  • Setup violators final: 0
  • Fin. max-slew vios: 0
  • Worst-Margin Slew: 178.2 ps
  • Final period util: 94.70%
  • Final hold slack: 987.0 ps
  • Slew headroom: 88.04%
  • Unrepaired setup endpoints after global routing: no
  • Final min period: 1420 ps
  • Setup TNS: 0 ps
  • Hold Violations, Final: 0
  • Worst setup margin: 79.53 ps
  • Fmax: 704.0 MHz

Floorplan
  • Floorplan core density: 3.333%
  • Row count: 21
  • Chip Area: 6400 sq um
  • Die Y: 80 um
  • Die Span X: 80 um
  • I/O pins: 17
  • Core area: 3416 sq um

GRT
  • Vias in the first global route: 166
  • Largest net degree at the start of global routing: 3
  • Initial antenna violation count: 0
  • Gr ovfl total: 0
  • First-pass GRT wire length: 807 um
  • Total GRT Usage: 1.524%

Logic synthesis
  • Cell Area, Synth: 113.9 sq um
  • Mapped Avg Cell Area: 7.591 sq um
  • Area contributors post-synth: xnor2_1, nand4_1, nand2_1, o22ai_1
  • Post-synth top area share: 76.92%
  • Sequential-to-total area share from yosys stat: 0%
  • Yosys stat cell total: 15
  • Synth area leader: xnor2_1
  • Syn Inst Count: 15
  • YS chip area: 113.9 sq um
  • Synth warn: 1
  • Number of distinct library cells after synthesis: 4

Detailed routing
  • First drt pass iteration count: 2
  • 1st-iter DRT viols: 1
  • Drt total wl: 563 um
  • Avg Vias per Cell: 2.038
  • Remaining DRCs: 0
  • Ant diodes: 0
  • DR vias: 161
  • Remaining antenna violation count: 0
  • Drt wl/cell: 7.127 um

Pwr
  • Pwr dens: 211.0 nW/um^2
  • Peak supply drop: 0.02568 mV
  • LEAKAGE: 0.1335 nW

Hold path
  • Hold Path Class: primary input to output pin

Place
  • Placement Cell Area: 349.1 sq um
  • Post-Place Cells: 79
  • Gp weighted congestion: 0.8282
  • Dpl ws: -550.5 ps
  • DP Wirelength: 531.2 um
  • Port bufs: 17

Status
  • Outcome: finished clean

Clock tree
  • # Post-CTS Setup Buffers: 0

Flow run
  • Max Cap Violations: 0
  • Log Warnings: 32
routing by layer:
metal | global-route usage (%) | up-vias | share of wire (%)
li1 | - | 88 | -
met1 | 1.912 | 62 | 42
met2 | 2.488 | 11 | 42
met3 | 0.6818 | 0 | 15
met4 | 0 | 0 | 0
met5 | 0 | - | 0
per-stage QoR:
stage,total power [mW],utilization [%]
after global placement,0.08350,10.22
final,0.07101,9.853
after detailed placement,0.08404,10.22
after global routing,0.07659,9.853
after CTS,0.07040,9.560
after floorplan,0.02737,-
area by class of cell:
type	count	area (sq um)
multi-input combinational	15	121.4
fill	401	3079
tap	46	57.56
timing repair buffer	18	157.7
final timing paths:
path,from,to,slack [ps],depth (start not counted)
max,ID_EX_rd[2],stall,80,5
min,IF_ID_rs2[0],stall,990,5
cells in the mapped netlist:
cell,n
xnor2_1,10
nand2_1,2
nand4_1,2
o22ai_1,1
where the power goes:
group	total (mW)	switching (mW)	internal (mW)
clock network	0	0	0
logic	0.0710	0.0250	0.0460
registers	0	0	0
kinds of logic after synthesis:
group            synth area share, %
AND-OR/OR-AND                  5.498
AND/OR/NAND/NOR                17.58
XOR/XNOR                       76.92
repair_timing:
action	in CTS	in global routing
hold buffers	0	0
endpoints found under the setup margin	1	1
hold endpoints to repair	0	0
pin swaps	13	1
gates resized	17	2
worst min-delay path, stage by stage:
cell and delay, ps:
dlymetal6s2s_1 100, xnor2_1 70, nand2_1 60, o22ai_1 50
buf_2 110
Power figures rest on the tool's default switching activity, not on a simulated workload.
